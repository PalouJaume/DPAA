==> design/flow/design.v <==
module control_unit
     (input logic zero,
      input logic[6:0] op,
      input logic[2:0] funct3,
      input logic[6:0] func7,
      output logic PCSrc,
      output logic[1:0] ResultSrc,
      output logic MemWrite,
      output logic ALUSrc,
      output logic[2:0] ImmSrc,
      output logic RegWrite,
      output logic[2:0] ALUControl);
     logic[1:0] ALUOp;
     logic Branch;
     logic Jmp;
     always_comb
          PCSrc = Branch & zero | Jmp;
     always_comb
          case (op[6:4])
               3'b000 : ResultSrc = 2'b01;   
               3'b001 : ResultSrc = 2'b00;   
               3'b010 : ResultSrc = 2'b00;   
               3'b011 : ResultSrc = op[2] ? 2'b11 : 2'b00;   
               3'b110 : ResultSrc = op[2] ? 2'b10 : 2'b00;   
               default : ResultSrc = 2'b00;
          endcase
     always_comb
          case (op[6:4])
               3'b000 : MemWrite = 1'b0;    
               3'b001 : MemWrite = 1'b0;    
               3'b010 : MemWrite = 1'b1;    
               3'b011 : MemWrite = 1'b0;    
               3'b110 : MemWrite = 1'b0;    
               default : MemWrite = 1'b0;
          endcase
     always_comb
          case (op[6:4])
               3'b000 : ALUSrc = 1'b1;      
               3'b001 : ALUSrc = 1'b1;      
               3'b010 : ALUSrc = 1'b1;      
               3'b011 : ALUSrc = 1'b0;      
               3'b110 : ALUSrc = 1'b0;      
               default : ALUSrc = 1'b0;
          endcase
     always_comb
          case (op[6:4])
               3'b000 : ImmSrc = 3'b000;     
               3'b001 : ImmSrc = 3'b000;     
               3'b010 : ImmSrc = 3'b001;     
               3'b011 : ImmSrc = op[2] ? 3'b011 : 3'bxxx;     
               3'b110 : ImmSrc = op[2] ? 3'b100 : 3'b010;   
               default : ImmSrc = 3'b000;
          endcase
     always_comb
          case (op[6:4])
               3'b000 : RegWrite = 1'b1;    
               3'b001 : RegWrite = 1'b1;    
               3'b010 : RegWrite = 1'b0;    
               3'b011 : RegWrite = 1'b1;    
               3'b110 : RegWrite = op[2];   
               default : RegWrite = 1'b0;
          endcase
     always_comb
          case (op[6:4])
               3'b000 : Branch = 1'b0;      
               3'b001 : Branch = 1'b0;      
               3'b010 : Branch = 1'b0;      
               3'b011 : Branch = 1'b0;      
               3'b110 : Branch = 1'b1;      
               default : Branch = 1'b0;
          endcase
     always_comb
          case (op[6:4])
               3'b000 : ALUOp = 2'b00;      
               3'b001 : ALUOp = 2'b10;      
               3'b010 : ALUOp = 2'b00;      
               3'b011 : ALUOp = 2'b10;      
               3'b110 : ALUOp = 2'b01;      
               default : ALUOp = 2'b00;
          endcase
     always_comb
          case (op[6:4])
               3'b110 : Jmp = op[2];   
          default: Jmp = 1'b0;
    endcase
     always_comb
          case (ALUOp)
               2'b00 : ALUControl = 3'b000;  
               2'b10 :  
                    case (funct3)
                         3'b000 : ALUControl = (op[5] & func7[5]) ? 3'b001 : 3'b000;  
                         3'b111 : ALUControl = 3'b010;       
                         3'b110 : ALUControl = 3'b011;       
                         3'b100 : ALUControl = 3'b100;       
                         3'b010 : ALUControl = 3'b101;       
                         default : ALUControl = 3'b000;      
                    endcase
               2'b01 : ALUControl = 3'b001;        
               default : ALUControl = 3'b000;
          endcase
endmodule : control_unit
==> design/flow/run.sh <==
#!/bin/bash
# OpenROAD 26Q1-2900-gdf79404cd8, Yosys 0.63+post, stock flow scripts
make -C /OpenROAD-flow-scripts/flow DESIGN_CONFIG=/design/flow/config.mk WORK_HOME=/design/flow/orfs finish
==> design/flow/config.mk <==
export PLATFORM = sky130hd
export DESIGN_NAME = control_unit
export DESIGN_NICKNAME = control_unit
export VERILOG_FILES = /design/flow/design.v
export SDC_FILE = /design/flow/constraint.sdc
export NUM_CORES = 4
export LEC_CHECK = 1
export CORE_AREA = 10 10 70 70
export DIE_AREA = 0 0 80 80
==> design/flow/constraint.sdc <==
current_design control_unit

set clk_period 1.1
set clk_io_pct 0.2

create_clock -name clk0 -period $clk_period

set non_clock_inputs [all_inputs -no_clocks]
set_input_delay [expr $clk_period * $clk_io_pct] -clock clk0 $non_clock_inputs
set_output_delay [expr $clk_period * $clk_io_pct] -clock clk0 [all_outputs]
==> results.json <==
{
  "crit_path_max_fanout": 4,
  "yosysTopAreaCellShare_pct": 11.2,
  "gp_congestion": 0.808,
  "top_area_cell": "ha_1",
  "met3_usage_pct": 1.25,
  "place_area_um2": 572,
  "drt-total-wl_um": 1160,
  "synth_seq_share_pct": 0,
  "cellLeakagePower_uw": 0.000325,
  "post_drt_wl_per_cell_um": 9.94,
  "grt_overflow_total": 0,
  "fp_util_pct": 6.56,
  "violations": "setup timing",
  "antenna_found_initial": 0,
  "hold_ws_ps": 776,
  "critPathKind": "input pin to output pin",
  "final_area_um2": 703,
  "drc": 0,
  "dieWidth_um": 80,
  "worst_ep_arrival_time_ps": 1280,
  "track_usage_pct": 3.28,
  "worstSetupEndpointType": "output pin",
  "numPortBuffers": 21,
  "num_io_pins": 30,
  "tightest_slew_ps": 257,
  "placedCellCount": 106,
  "core_area_um2": 3420,
  "startpoint_type": "input pin",
  "maxCapViolations": 0,
  "power_density_nw_per_um2": 315,
  "fin_util_pct": 20.6,
  "hold_class": "input pin to output pin",
  "worst_slack_ps": -397,
  "diodes": 0,
  "drt_iter0_markers": 1,
  "syn_avg_cell_area_um2": 7.47,
  "die_y_um": 80,
  "area_growth_syn_to_layout_pct": 214,
  "min_path_cells": 4,
  "ys_chip_area_um2": 224,
  "slew_viol_final": 0,
  "num_vias": 372,
  "fin_setup_tns_ps": -1320,
  "regArea_um2": 0,
  "dp_hpwl_um": 863,
  "period_needed_ps": 1500,
  "grt_max_degree": 6,
  "first_global_vias": 362,
  "grtUsageMet2_pct": 4.09,
  "chip_area_um2": 6400,
  "syn_area_um2": 224,
  "num-fill-cells": 384,
  "top_usage_layer": "met1",
  "ys_cells": 30,
  "layout.cells.non_filler": 117,
  "postRouteAntennaNets": 0,
  "rsz0062_at_grt": "true",
  "slew_headroom_pct": 82.7,
  "flops": 0,
  "clock_buffers": 0,
  "synthDistinctLibCells": 22,
  "ys_top_cells_by_area": "ha_1, a221oi_2, nand3b_1",
  "setup_viol_count_final": 9,
  "std_cell_rows": 21,
  "common_cells": "inv_1, nor2_1",
  "peakVddDrop_mv": 0.131,
  "synthesis.instances": 30,
  "grt_pass1_wl_um": 1750,
  "viasPerCell": 3.18,
  "maxClockFrequency_mhz": 668,
  "status": "finished, violations left",
  "globalRouteMet1Util_pct": 5.27,
  "warnings": 45,
  "post-route-period-util_pct": 136,
  "drive_gt1_share_pct": 71.8,
  "ys.warnings.count": 1,
  "hold_viol_final": 0,
  "firstDrtPassIters": 2,
  "critPathRequiredTime_ps": 880
}
==> final cells by class <==
cell class	count	area [um2]	share of cell area [%]
Inverter	4	15.0	2.14
Multi-Input combinational cell	25	272	38.6
Tap cell	46	57.6	8.19
Timing Repair Buffer	42	359	51.1
==> cell families after synthesis <==
group                      share of synthesized area, %
AOI/OAI and AO/OA                                  21.8
buffers and inverters                              10.1
and+or+nand+nor                                    53.1
adders and majority gates                          11.2
xor gates and xnor gates                           3.91
==> worst max-delay path: stages <==
cell and delay, ps:
buf_8 100, nand3b_1 190, inv_2 90, ha_4 200, buf_6 120, nor4b_4 220
buf_2 130
==> what timing repair did <==
item                       4_1_cts  5_1_grt
setup endpoints to repair       12       10
resized                         65       18
pin swaps                        7        6
buffers inserted                 8        6
hold buffers                     0        0
==> power by group <==
group	total (uW)	switching (uW)	internal (uW)	leakage, uW
Sequential	0	0	0	0
Combinational	222	79.6	142	0.000325
Clock	0	0	0	0
Total	222	79.6	142	0.000325
==> per-stage QoR <==
| stage | worst slack, ps | total power [uW] |
|---|---|---|
| floorplan | -69.3 | 57.8 |
| global placement | -1140 | 166 |
| detailed placement | -1170 | 167 |
| CTS | -449 | 198 |
| global route | -471 | 239 |
| finish | -397 | 222 |
==> cell usage in the layout (no fill, tap or decap), drive strengths merged <==
cell           count
o21a               1
a21oi              2
nand2b             2
clkbuf             3
and4b              1
o21ai              1
nand4b             1
nor3b              1
nand3b             2
ha                 2
xnor2              1
clkdlybuf4s50      4
a221oi             1
nor2               3
nand2              1
buf               33
clkdlybuf4s15      1
a211oi             1
dlygate4sd2        1
nor2b              4
inv                4
nor4b              1
==> final timing paths <==
check	slack (ps)	start	end
hold / removal	780	op[4]	ResultSrc[1]
setup / recovery	-400	op[4]	ALUControl[2]
==> routing by layer <==
layer  vias to the layer above  part of all wire (%)  wire (um)
met1                       166                    56        656
met2                        18                    34        395
met3                         0                   9.5        111
met4                         0                     0          0
met5                         -                     0          0
li1                        188                     -          -
Power and IR drop assume default switching activity.
