File: ./config.mk
export PLATFORM = sky130hd
export DESIGN_NAME = alu
export DESIGN_NICKNAME = alu
export VERILOG_FILES = /design/flow/design.v
export SDC_FILE = /design/flow/constraint.sdc
export NUM_CORES = 4
export LEC_CHECK = 1
export CORE_UTILIZATION = 30
File: ./constraint.sdc
current_design alu

set clk_period 26.5
set clk_io_pct 0.2

create_clock -name clk0 -period $clk_period

set non_clock_inputs [all_inputs -no_clocks]
set_input_delay [expr $clk_period * $clk_io_pct] -clock clk0 $non_clock_inputs
set_output_delay [expr $clk_period * $clk_io_pct] -clock clk0 [all_outputs]
File: ./design.v
module alu
     #(parameter int XLen = 32,
       parameter int NOps = 5,
       localparam int NOpsWidth = $clog2(NOps))
      (input logic[XLen-1:0] a_i,
       input logic[XLen-1:0] b_i,
       input logic[NOpsWidth-1:0] alu_control_i,
       output logic[XLen-1:0] result_o,
       output logic zero_o);
       always_comb
            case (alu_control_i)
                 'b000 : result_o = a_i + b_i;
                 'b001 : result_o = a_i + ~b_i + 1;
                 'b010 : result_o = a_i & b_i;
                 'b011 : result_o = a_i | b_i;
                 'b100 : result_o = a_i ^ b_i;
                 'b101 : result_o = ($signed(a_i) < $signed(b_i)) ? 'd1 : 'd0;
                 default : result_o = 'b0;
            endcase
       always_comb
            zero_o = (result_o === '0) ? 1'b1 : 1'b0;
endmodule : alu
File: ./run.sh
#!/bin/bash
# OpenROAD 26Q1-2900-gdf79404cd8, Yosys 0.63+post, stock flow scripts
make -C /OpenROAD-flow-scripts/flow DESIGN_CONFIG=/design/flow/config.mk WORK_HOME=/design/flow/orfs finish
==> impl_metrics.yaml <==
# synthesis and place-and-route metrics
yosys:
  area_leaders: "ha_1, a21oi_1, inv_1"
  synth_area_per_cell_um2: 6.56
  top_cells_by_count: "ha_1, inv_1, a21oi_1, nor2_1, nand2_1"
  yosysChipArea_mm2: 0.00550
  yosys_cells: 838
  yosysUniqueCellTypes: 79
  largest_area_cell: "ha_1"
  top_cell_area_share_pct: 23.0
  netlist_instances: 838
  syn_area_mm2: 0.00550
  yosys_warnings: 1
  ys_seq_share_pct: 0
die:
  rows: 49
  die_h_um: 137
  fp.dieArea_mm2: 0.0189
  ios: 100
  core_mm2: 0.0180
  fp-utilization_pct: 30.6
  die_w_um: 137
setup_path:
  endpoint_kind: "output port"
  crit_arrival_ns: 10.44
  criticalPathCategory: "in2out"
  worst_path_max_delay_cell: "ha_1"
  worstPathRequired_ns: 21.20
  setup.worst_path.start_class: "primary input"
  cp_slowest_stage_delay_ns: 0.57
  cp_cell_sequence: "clkdlybuf4s50_1 -> inv_1 -> ha_1 -> nand4_1 -> nor3_1 -> a211oi_1 -> a211oi_1 -> nor2b_1 -> a221o_1 -> a21oi_1 -> o211ai_1 -> nor4b_1 -> or4b_1 -> nor4_2 -> clkdlybuf4s50_1"
  cp_max_fo: 15
timing:
  slew_headroom_pct: 52.2
  tightest_slew_ns: 0.706
  setup_tns_ns: 0
  rsz0062_at_grt: "false"
  fin_crit_sh_pct: 59.4
  slew_viol_final: 0
  fmax_mhz: 63.6
  period_needed_ns: 15.74
  hold_violations: 0
  setup_viol: 0
drt:
  routedWlPerCell_um: 17.3
  routed_wirelength_um: 19500
  vias: 6400
  vias_per_cell: 5.66
  dr.first_iter.drc_count: 532
  dr.pass1.iters: 10
  drc: 0
  antenna_cells: 0
  ant_nets: 0
global_route:
  grt_pass1_vias: 5917
  grt_pass1_wl_um: 30700
  grt_max_degree: 39
  grt_overflow: 0
  track_usage_pct: 20.9
  antenna_found_initial: 0
power_and_ir_drop:
  powerDensity_mw_per_mm2: 21.9
  p_leak_nw: 2.87
  max-vdd-ir-drop_v: 0.00000865
placed_design:
  port_buffers: 100
  gp_congestion: 0.946
  dp.final_hpwl_um: 15600
  placed_cells: 1130
cells_and_area:
  drive_above_1_share_pct: 3.77
  stdcell_count: 1130
  flop-count: 0
  fillers: 1937
  regArea_um2: 0
  syn2layout_area_growth_pct: 20.8
  n_clock_buffer: 0
run_status:
  outcome: "finished, final reports clean"
flow_run:
  cap_violations: 0
  warning_count: 101
worst_hold_path:
  hold_path.class: "in2out"
cts:
  postCtsResizedCells: 0
  cts_setup_buffers: 0
  hold_buffers: 0
[power by group]
| part | internal [W] | total [W] | switching, W |
|---|---|---|---|
| Clock | 0 | 0 | 0 |
| Sequential | 0 | 0 | 0 |
| Combinational | 0.0000624 | 0.000145 | 0.0000828 |
[routing by layer]
metal  wire length, µm  track usage, %
met1              8750            29.1
met2              8830            34.7
met3              1550            2.78
met4               394            3.97
met5                 0               0
[worst max-delay path: cells and delay by family]
kind,cells,cell delay (ns)
simple gates,6,2.15
compound gates,5,1.33
buf+inv,3,1.09
fa+ha+maj,1,0.57
[stage by stage]
step / util, % / area [µm²] / power (W) / hold slack (ns) / setup WS [ns]
after global placement: 37.0 / 6640 / 0.000143 / 11.68 / 10.83
after detailed placement: 37.0 / 6640 / 0.000143 / 11.68 / 10.81
after global routing: 37.0 / 6640 / 0.000160 / 11.74 / 10.51
after CTS: 37.0 / 6640 / 0.000144 / 11.68 / 10.78
after floorplan: - / 5500 / 0.0000899 / 10.85 / 12.49
final: 37.0 / 6640 / 0.000145 / 11.68 / 10.76
[cells by family (layout without fill, tap and decap cells)]
kind of cell             count (synthesis)  in the layout  share of synthesized area (%)
AND-OR/OR-AND                          300            300                           37.4
XOR/XNOR                                19             19                           3.03
adder cells (fa/ha/maj)                103            103                           23.7
buffers and inverters                  149            212                           11.0
multiplexers                             9              9                           1.66
AND/OR/NAND/NOR                        258            258                           23.2
[final timing paths]
kind | start | endpoint | cells after the start
worst max-delay path | a_i[11] | zero_o | 15
worst min-delay path | alu_control_i[0] | result_o[8] | 4
[cells in the final DEF (no fill, tap or decap), types with 11 or more instances in the layout]
| cell type | count |
|---|---|
| inv_1 | 101 |
| ha_1 | 101 |
| clkdlybuf4s50_1 | 99 |
| a21oi_1 | 94 |
| nor2_1 | 72 |
| nand2_1 | 70 |
| o21ai_0 | 43 |
| o211ai_1 | 28 |
| nand3_1 | 21 |
| o31ai_1 | 18 |
| a211oi_1 | 18 |
| xnor2_1 | 16 |
| nor3_1 | 14 |
| nor2b_1 | 12 |
| buf_4 | 11 |
[layout make-up]
cell class	count	area [µm²]	area share [%]
inverter	101	379	5.71
multi-input combinational	689	4890	73.7
tap	229	287	4.32
timing repair buffer	111	1080	16.2
No activity file was given, so power comes from the tool's default toggle rates.
